===== ./design.v =====
`timescale 1ns / 1ps
module ToneDetection(
	 input clk,
	 input rst,
	 input enableToneDetection,
	 input pushBtn1,
	 input pushBtn2,
	 input pushBtn3,
	 input pushBtn4,
	 input rawBandPass1k,
	 input rawBandPass1_5k,
	 input rawBandPass2k,
	 input rawBandPass2_5k,
	 input rawBandPass3k,
	 output reg [2:0] toneDir,
	 output reg [25:0] rightCount = 0
    );
parameter PWM_FULL_SPEED_PERCENT_ON = 80;
parameter PWM_HARD_SPEED_PERCENT_ON = 80;
parameter PWM_VEER_SPEED_PERCENT_ON = 42;
parameter PWM_NINETY_SPEED_PERCENT_ON = 50;
parameter PWM_NINETY_FAST_SPEED_PERCENT_ON = 80;
parameter PWM_FREQUENCY  = 80;
parameter PWM_COUNT_FREQ = 50_000_000/(PWM_FREQUENCY);
parameter PWM_COUNT_FULL_SPEED_ON   = PWM_COUNT_FREQ*PWM_FULL_SPEED_PERCENT_ON/100;
parameter PWM_COUNT_VEER_SPEED_ON   = PWM_COUNT_FREQ*PWM_VEER_SPEED_PERCENT_ON/100;
parameter PWM_COUNT_HARD_SPEED_ON   = PWM_COUNT_FREQ*PWM_HARD_SPEED_PERCENT_ON/100;
parameter PWM_COUNT_NINETY_SPEED_ON   = PWM_COUNT_FREQ*PWM_NINETY_SPEED_PERCENT_ON/100;
parameter PWM_COUNT_NINETY_FAST_SPEED_ON   = PWM_COUNT_FREQ*PWM_NINETY_FAST_SPEED_PERCENT_ON/100;
parameter DRIVE = 2'b00;
parameter COLLISION = 2'b10;
parameter JUNCTION = 2'b11;
parameter DC_PROCEED = 2'b00;
parameter DC_TURN_LEFT = 2'b01;
parameter DC_TURN_RIGHT = 2'b10;
parameter DC_STOP = 2'b11;
parameter DC_FULL = 2'b00;
parameter DC_VEER = 2'b01;
parameter DC_HARD = 2'b10;
parameter TD_FORWARD = 3'b000;
parameter TD_LEFT = 3'b001;
parameter TD_RIGHT = 3'b010;
parameter TD_REVERSE = 3'b011;
parameter TD_STOP = 3'b100;
parameter TD_HOLD = 3'b101;
parameter J_DETECT = 2'b00;
parameter J_MANEUVER = 2'b01;
parameter J_COMPLETE = 2'b10;
parameter HB_RIGHT = 4'b1010;
parameter HB_LEFT = 4'b0101;
parameter HB_STRAIGHT = 4'b0110;
parameter HB_STOP = 4'b0000;
parameter FORWARDS = 1'b1;
parameter REVERSE = 1'b0;
parameter P_IDLE = 0;
parameter P_LOAD_MESSAGE = 1;
parameter P_DC_DIR = 2;
parameter P_DIR_STATE = 3;
parameter P_DRIVE_STATE = 4;
parameter P_JUNCTION_STATE = 5;
parameter P_TONE_DIR = 6;
parameter P_CLEAR_TERM = 7;
parameter CLEAR_SCREEN_COUNT = 300;
parameter C_HOLD_DOWN_SIGNAL = 7_500_000;
parameter C_HOLD_DOWN_NO_SIGNAL = 7_000_000;
parameter C_NO_COL_PAUSE = 25_000_000;
parameter C_FORWARDS = 1;
parameter C_BACKWARDS = 0;
parameter C_NO_COL_DETECT = 0;
parameter C_VALIDATE_SIGNAL = 1;
parameter C_COLLISION_STATE = 2;
parameter C_DRIVE = 1;
parameter C_STOP = 0; 
parameter INTERSECT_TIMER = 20_000_000;  
parameter NORMAL = 3'b000;
parameter DEBOUNCE = 3'b001;
parameter CHANGE_DIR = 3'b010;
parameter CHK_INTERSECT = 3'b011;
parameter CHK_SKINNY = 3'b100;
parameter SKINNY_MAX = 25_000_000;
parameter SKINNY_LEFT = SKINNY_MAX/4;
parameter SKINNY_RIGHT = SKINNY_MAX/2+SKINNY_LEFT;
parameter SKINNY_ORIGIN = SKINNY_MAX;
parameter VEER_RIGHT = 4'b10_01;
parameter HARD_RIGHT = 4'b10_10;
parameter NINETY_RIGHT = 4'b10_11;
parameter VEER_LEFT = 4'b01_01;
parameter HARD_LEFT = 4'b01_10;
parameter NINETY_LEFT = 4'b01_11;
parameter PROCEED = 4'b00_00;
parameter STOP = 4'b11_11;
	reg [25:0] stopCount = 0;
	reg [25:0] forwardCount = 0;
	reg [25:0] leftCount = 0;
	reg [25:0] reverseCount = 0;
	reg [25:0] straightCount = 0;
	reg bandPass1k;
	reg bandPass1_5k;
	reg bandPass2k;
	reg bandPass2_5k;
	reg bandPass3k;
	reg bufferBandPass1k;
	reg bufferBandPass1_5k;
	reg bufferBandPass2k;
	reg bufferBandPass2_5k;
	reg bufferBandPass3k;
	always@(posedge clk)begin
		bufferBandPass1k <= rawBandPass1k;
		bufferBandPass1_5k <= rawBandPass1_5k;
		bufferBandPass2k <= rawBandPass2k;
		bufferBandPass2_5k <= rawBandPass2_5k;
		bufferBandPass3k <= rawBandPass3k;
		bandPass1k <= bufferBandPass1k;
		bandPass1_5k <= bufferBandPass1_5k;
		bandPass2k <= bufferBandPass2k;
		bandPass2_5k <= bufferBandPass2_5k;
		bandPass3k <= bufferBandPass3k;
		if(enableToneDetection)begin
			if(bandPass1k)begin
				stopCount <= stopCount + 1;
				if(stopCount == 25_000_000)begin
					toneDir <= TD_STOP;
					stopCount <= 0;
					forwardCount <= 0;
					leftCount <= 0;
					rightCount <= 0;
					reverseCount <= 0;
					straightCount <= 0;
				end
			end
			else if(pushBtn1 || bandPass1_5k)begin
				straightCount <= straightCount + 1;
				if(straightCount == 25_000_000)begin
					toneDir <= TD_FORWARD;
					stopCount <= 0;
					forwardCount <= 0;
					leftCount <= 0;
					rightCount <= 0;
					reverseCount <= 0;
					straightCount <= 0;
				end
			end
			else if(pushBtn2 || bandPass2k)begin
				leftCount <= leftCount + 1;
				if(leftCount == 25_000_000)begin
					toneDir <= TD_LEFT;
					stopCount <= 0;
					forwardCount <= 0;
					leftCount <= 0;
					rightCount <= 0;
					reverseCount <= 0;
					straightCount <= 0;
				end
			end
			else if(pushBtn3 || bandPass2_5k)begin
				rightCount <= rightCount + 1;
				if(rightCount == 25_000_000)begin
					toneDir <= TD_RIGHT;
					stopCount <= 0;
					forwardCount <= 0;
					leftCount <= 0;
					rightCount <= 0;
					reverseCount <= 0;
					straightCount <= 0;
				end
			end
			else if(pushBtn4 || bandPass3k)begin
				reverseCount <= reverseCount + 1;
				if(reverseCount == 25_000_000)begin
					toneDir <= TD_REVERSE;
					stopCount <= 0;
					forwardCount <= 0;
					leftCount <= 0;
					rightCount <= 0;
					reverseCount <= 0;
					straightCount <= 0;
				end
			end
		end
		else begin
			toneDir <= TD_HOLD;
			stopCount <= 0;
			forwardCount <= 0;
			leftCount <= 0;
			rightCount <= 0;
			reverseCount <= 0;
			straightCount <= 0;
		end
	end
endmodule

===== ./run.sh =====
#!/bin/bash
# OpenROAD 26Q1-2900-gdf79404cd8, Yosys 0.63+post, stock flow scripts
make -C /OpenROAD-flow-scripts/flow DESIGN_CONFIG=/design/flow/config.mk WORK_HOME=/design/flow/orfs finish

===== ./constraint.sdc =====
current_design ToneDetection

set clk_period 4.0
set clk_io_pct 0.2

create_clock -name clk0 -period $clk_period [get_ports {clk}]

set non_clock_inputs [all_inputs -no_clocks]
set_input_delay [expr $clk_period * $clk_io_pct] -clock clk0 $non_clock_inputs
set_output_delay [expr $clk_period * $clk_io_pct] -clock clk0 [all_outputs]

===== ./config.mk =====
export PLATFORM = sky130hd
export DESIGN_NAME = ToneDetection
export DESIGN_NICKNAME = ToneDetection
export VERILOG_FILES = /design/flow/design.v
export SDC_FILE = /design/flow/constraint.sdc
export NUM_CORES = 4
export LEC_CHECK = 1
export CORE_UTILIZATION = 50

==> qor.txt <==
area of placed instances = 7900 um^2
detailed placement HPWL = 11300 um
number of cells on the worst hold path = 0
portion of the post-synthesis area used by sequential elements = 38.9%
mapped cell area = 7370 um^2
category of the worst setup path launch point = flop
Root Buffer = sky130_fd_sc_hd__clkbuf_16
cell taking the most area after synthesis = sky130_fd_sc_hd__dfxtp_1
via-per-instance ratio = 6.25
Final Skew = 0.00732 ns
fraction of synthesized cell area taken by the top area cell type = 38.9%
number of gates on the worst path with buffers counted = 7
maximum clock frequency = 0.324 GHz
M2 GR Usage = 35.6%
critical-path maximum fanout = 25
DIE WIDTH = 123 um
worst reg2reg path startpoint = straightCount[5]
beginning of the worst hold path = bufferBandPass1k
WL per Instance = 15.7 um
total number of vias = 6978
Setup crit start = straightCount[5]
count of nets left with antenna violations after detail routing = 0
worst-case clock buffer depth = 2
fraction of met1 tracks used by global routing = 39.8%
Yosys Warn Count = 1
worst min-delay path category = flop to flop
count of cell types in the netlist = 52
cell resize tally after clock tree synthesis = 0
slew at the pin with the worst max-slew slack = 0.912 ns
final setup fails = 0
final design instance area without fill = 8460 um^2
share of the clock period used by the worst path after layout = 77.2%
met3 routing resource usage after global routing = 4.00%
hold-fix buffer count after cts = 0
number of diodes added for antenna fixing = 0
overall chip area = 15200 um^2
internal reg-to-reg setup slack = 0.91 ns
RD Place Congestion = 0.885
number of cells in the yosys synthesis report = 908
cell count after synthesis = 908
fp util = 52.1%
most repeated cell in the gate-level netlist after synthesis = sky130_fd_sc_hd__dfxtp_1
die outline height = 123 um
critical path capture point = rightCount[22]
arrival time at the worst endpoint = 3.39 ns
most used flip-flop cell after synthesis = sky130_fd_sc_hd__dfxtp_1
placement row count = 43
PwrDens = 367 nW/um^2
routing layer with the top usage in global route = met1
crit path capture type = flop
gr ovfl total = 0
run status = finished clean
final routed DRC violation total = 0
RR Endpoint = rightCount[22]
Iteration-0 DRC Markers = 606
Top delay family on crit path = AND-OR/OR-AND gates
final tally of hold violations = 0
most used standard cells in the synthesized netlist = sky130_fd_sc_hd__dfxtp_1 (143), sky130_fd_sc_hd__a21oi_1 (114), sky130_fd_sc_hd__or4_1 (71)
number of levels the H-tree was split into = 4
Min Clock Period, post-route = 3.09 ns
flip-flops with a built-in enable = 0
Worst path slowest cell = sky130_fd_sc_hd__o21ai_4
max-capacitance violation count = 0
Critical path buffers and inverters = 1
Reg clk slew, reported paths = 0.06 ns
static leakage = 2.42 nW
critical path class = flop to flop
Overall Global Routing Usage = 24.3%
WL final = 17500 um
Pre-antenna DRT Iters = 5
share of cells above drive strength 1 = 6.62%
Post-synth ARST share = 0%
Sink Count = 143
Boundary Pins = 41
CTS tree = yes
Yosys chip area = 7370 um^2
number of cell instances on the worst register-to-register path = 7
core box area = 14100 um^2
Synth Area per Inst = 8.11 um^2
Area growth syn-to-layout = 14.9%
post-synthesis sequential element count = 143
Latency at later pin = 0.41 ns
PortBufs = 39
Final Max-Slew Violation Tally = 0
worst max-slew margin expressed relative to the limit = 39.0%
data required time at the worst endpoint = 4.30 ns
dominant cells by area after synthesis = sky130_fd_sc_hd__dfxtp_1 (39%), sky130_fd_sc_hd__a21oi_1 (7.7%), sky130_fd_sc_hd__or4_1 (7.2%), sky130_fd_sc_hd__o31ai_1 (6.4%), sky130_fd_sc_hd__or3_1 (4.1%)
largest voltage drop on the vdd net = 0.000337 V
worst slack, placed = 0.581 ns
Critical Path Max Stage Delay = 0.67 ns
clock buffers created by TritonCTS = 17
total design power = 3.10 mW
total negative setup slack = 0 ns
first-pass GRT wire length = 29200 um
Post-CTS Repair Setup Buffers = 0
Worst Setup Slack, final = 0.911 ns
initial antenna violation count = 0
cells traversed along the worst timing path = nor4b_1, nand4_1, o31ai_4, nand2_1, o21ai_4, buf_4, o21ba_2
vias in the first global route = 6003
setup repair after global routing missed its margin = false
number of OpenROAD warnings = 33
maximum number of pins on one net before global-route repair = 51
==> flip-flops by register name (all words and copies together), names as in the netlist <==
signal / cells
leftCount: 26
reverseCount: 26
rightCount: 26
stopCount: 26
straightCount: 26
toneDir: 3
bandPass1_5k: 1
bandPass1k: 1
bandPass2_5k: 1
bandPass2k: 1
bandPass3k: 1
bufferBandPass1_5k: 1
bufferBandPass1k: 1
bufferBandPass2_5k: 1
bufferBandPass2k: 1
bufferBandPass3k: 1
==> report_power, final <==
group	switching (mW)	internal [mW]	leakage, nW	total, mW
combinational	0.107	0.0451	0.976	0.152
sequential	0.00976	1.44	1.16	1.45
clock	0.570	0.934	0.284	1.50
==> cell families (layout without fill, tap and decap cells) <==
| group | after synthesis | count (layout) | synth area share, % |
|---|---|---|---|
| AND/OR/NAND/NOR | 396 | 396 | 32.0 |
| flip-flops | 143 | 143 | 38.9 |
| AND-OR/OR-AND | 266 | 266 | 22.3 |
| XOR/XNOR | 2 | 2 | 0.238 |
| multiplexers | 1 | 1 | 0.136 |
| adder cells (fa/ha/maj) | 10 | 10 | 1.70 |
| buffers and inverters | 90 | 118 | 4.72 |
==> worst min path at each step <==
stage / to / slack, ns
global route: bandPass1k / 0.33
finish: bandPass1k / 0.33
CTS: bandPass1k / 0.33
==> stage by stage <==
stage | hold slack, ns | utilization (%) | std cells
2_1_floorplan | 0.310 | - | 908
3_3_place_gp | 0.314 | 55.8 | 1084
3_5_place_dp | 0.312 | 55.8 | 1084
4_1_cts | 0.325 | 59.8 | 1116
5_1_grt | 0.332 | 59.8 | 1116
6_report | 0.326 | 59.8 | 1116
==> final cells by class <==
class / count / area [um^2]
Sequential cell: 143 / 2860
Multi-Input combinational cell: 675 / 4170
Timing Repair Buffer: 56 / 531
Clock inverter: 6 / 55.1
Inverter: 30 / 113
Clock buffer: 26 / 509
Fill cell: 1192 / 5690
Tap cell: 180 / 225
==> per-layer routing <==
metal,up-vias,wire [um]
li1,3557,-
met1,3283,9010
met5,-,0
met4,0,108
met3,8,717
met2,130,7710
==> layout by cell type, fill, tap and decap left out, types with 3 or more instances in the layout <==
master and n:
sky130_fd_sc_hd__ha_1 10, sky130_fd_sc_hd__nor3_1 6, sky130_fd_sc_hd__o21ai_0 51, sky130_fd_sc_hd__clkdlybuf4s50_1 39, sky130_fd_sc_hd__nor4bb_1 4, sky130_fd_sc_hd__clkbuf_16 17
sky130_fd_sc_hd__and4_1 12, sky130_fd_sc_hd__o311ai_0 10, sky130_fd_sc_hd__or4_1 71, sky130_fd_sc_hd__dfxtp_1 143, sky130_fd_sc_hd__nand4_1 35, sky130_fd_sc_hd__nor2b_1 5
sky130_fd_sc_hd__inv_1 29, sky130_fd_sc_hd__nor2_1 42, sky130_fd_sc_hd__nor4b_1 6, sky130_fd_sc_hd__o41ai_1 10, sky130_fd_sc_hd__or4b_1 3, sky130_fd_sc_hd__and2_1 4
sky130_fd_sc_hd__nand3b_1 4, sky130_fd_sc_hd__or3_1 48, sky130_fd_sc_hd__nor4_1 8, sky130_fd_sc_hd__clkinv_2 5, sky130_fd_sc_hd__or4b_2 3, sky130_fd_sc_hd__clkbuf_1 4
sky130_fd_sc_hd__a21oi_1 114, sky130_fd_sc_hd__o31ai_1 63, sky130_fd_sc_hd__or2_2 5, sky130_fd_sc_hd__buf_4 16, sky130_fd_sc_hd__nand2_1 62, sky130_fd_sc_hd__and3_1 12
sky130_fd_sc_hd__clkbuf_8 5, sky130_fd_sc_hd__nand3_1 55
Power is estimated from default activity; no workload was simulated.
