## design/flow/constraint.sdc

```tcl
current_design bcd

set clk_period 8.2
set clk_io_pct 0.2

create_clock -name clk0 -period $clk_period [get_ports {clk}]

set non_clock_inputs [all_inputs -no_clocks]
set_input_delay [expr $clk_period * $clk_io_pct] -clock clk0 $non_clock_inputs
set_output_delay [expr $clk_period * $clk_io_pct] -clock clk0 [all_outputs]
```

## design/flow/run.sh

```bash
#!/bin/bash
# OpenROAD 26Q1-2900-gdf79404cd8, Yosys 0.63+post, stock flow scripts
make -C /OpenROAD-flow-scripts/flow DESIGN_CONFIG=/design/flow/config.mk WORK_HOME=/design/flow/orfs finish
```

## design/flow/config.mk

```make
export PLATFORM = sky130hd
export DESIGN_NAME = bcd
export DESIGN_NICKNAME = bcd
export VERILOG_FILES = /design/flow/design.v
export SDC_FILE = /design/flow/constraint.sdc
export NUM_CORES = 4
export LEC_CHECK = 1
export CORE_UTILIZATION = 50
```

## design/flow/design.v

```verilog
`timescale 1ns / 1ps
module bcd(
	input clk,
   input  [25:0] number,   
   output reg [3:0] one,
	output reg [3:0] ten,
	output reg [3:0] hundred,
	output reg [3:0] thousand,
	output reg [3:0] tenThousand,
	output reg [3:0] hundredThousand,
	output reg [3:0] mil,
	output reg [3:0] tenMil
	);
   reg [57:0] shift = 0;
   reg [4:0] count = 0;
   always @(posedge clk)begin
      if(count == 0)begin
			shift[57:26] = 0;
			shift[25:0] = number;
			count <= count + 1;
      end
		else begin
			count <= count + 1;
			if(count <= 26) begin
				if (shift[29:26] >= 5)
					shift[29:26] = shift[29:26] + 3;
				if (shift[33:30] >= 5)
					shift[33:30] = shift[33:30] + 3;
				if (shift[37:34] >= 5)
					shift[37:34] = shift[37:34] + 3;
				if (shift[41:38] >= 5)
					shift[41:38] = shift[41:38] + 3;
				if (shift[45:42] >= 5)
					shift[45:42] = shift[45:42] + 3;
				if (shift[49:46] >= 5)
					shift[49:46] = shift[49:46] + 3;
				if (shift[53:50] >= 5)
					shift[53:50] = shift[53:50] + 3;
				if (shift[57:54] >= 5)
					shift[57:54] = shift[57:54] + 3;
				shift = shift << 1;
			end
			else begin
				count <= 0;
				one = shift[29:26];
				ten = shift[33:30];
				hundred = shift[37:34];
				thousand = shift[41:38];
				tenThousand = shift[45:42];
				hundredThousand = shift[49:46];
				mil = shift[53:50];
				tenMil = shift[57:54];
			end
		end
   end
endmodule
```

==> impl_metrics.toml <==
# flow metrics
[synthesis]
synth-edff-count = 58
top_area_share_pct = 43.2
synth_cell_type_count = 29
common_cells = "edfxtp_1 (58), dfxtp_1 (37), mux2_2 (32), inv_1 (24), o21ai_0 (23)"
ys.flops = 95
async_flop_share_pct = 0
ys.flop_type = "edfxtp_1"
yosys_warnings = 1
syn_area_sq_um = 4030
area_leaders = "edfxtp_1 (43%), dfxtp_1 (18%), mux2_2 (8.9%), ha_1 (5.9%), o21ai_0 (2.9%)"
synth_cells = 312
yosysTopAreaCell = "edfxtp_1"
avgSynthCellArea_sq_um = 12.9
synth_seq_share_pct = 61.6
ys_cells = 312
ys_chip_area_sq_um = 4030
yosysMostFrequentCell = "edfxtp_1"

[grt]
grt_pass1_wl_um = 10200
first_global_vias = 2157
grtUsageTotal_pct = 16.1
grt.overflow.total = 0
antenna_found_initial = 0
grt_max_degree = 62

[routing]
dr_total_vias = 2450
diodes = 0
drtAntennaViolNets = 0
drt-wirelength-per-cell_um = 13.4
dr.pass1.iters = 4
routed_via_density = 5.11
drtIter0Drc = 123
drc = 0
wirelength_um = 6430

[clock_network]
cts_tree = "built"
clockBufferDepth = 2
clk_latency_ns = 0.34
clkTransAtPathRegs_ns = 0.09
ctsRootBufferMaster = "clkbuf_8"
cts_made_buffers = 9
cts_resized = 0
holdBufCountCts = 0
cts_setup_buffers = 0
h-tree-depth = 3
cts.sinks = 95

[run]
warnings = 36
cap_violations = 0

[worst_setup_path]
startpoint_type = "register"
crit_end = "ten[1]"
worstPathCellList = "clkdlybuf4s50_1"
crit_fanout = 1
ff2ff_setup_slack_ns = 5.75
cp_data_required_time_ns = 6.56
path_class = "reg2out"
startpoint = "ten[1]"
cp.depth = 1
critPathMaxStageDelay_ns = 0.49
end_kind = "primary output"
slowest_stage = "clkdlybuf4s50_1"
path_buffers = 1
ff2ff_path_depth = 6
cp.arrival_ns = 1.16
r2r_start = "count[0]"
r2r_end = "shift[52]"
crit_family = "buffers and inverters"

[finish]
synthToLayoutAreaGrowth_pct = 20.9
regArea_sq_um = 2480
drive_gt1_share_pct = 13.5
fin_util_pct = 62.7
fill_cells = 612
logic_area_sq_um = 1380

[sta]
rsz0062_at_grt = "false"
drv_slew = 0
finalHoldViolCount = 0
fmax_mhz = 357
fin_crit_sh_pct = 34.2
fin_crit_ns = 2.80
fin_skew_ns = 0.00732
max_slew_margin_pct = 54.3
tns_ns = 0
setup_viol_count_final = 0
worstMarginPinSlew_ns = 0.685

[power_and_ir_drop]
vdd.ir_drop.worst_v = 0.0000971
p_leak_nw = 1.75
powerDensity_nw_per_um2 = 166

[die]
core_region_area_sq_um = 7770
fp_util_pct = 51.9
die_x_um = 91.8
die_height_um = 91.8
pin_count = 59
chipArea_sq_um = 8420
row_count = 32

[worst_hold_path]
hold_start = "shift[55]"
hp-class = "reg2reg"

[placement]
gp_congestion = 0.784
hpwl_um = 3940
port_buffers = 58

[status]
status = "finished clean"
-- report_power, final --
group | switching, mW | internal, mW
clock network | 0.156 | 0.140
registers | 0 | 0.500
logic | 0.00142 | 0.0107
total | 0.157 | 0.650
-- cell families (layout without fill, tap and decap cells) --
family | Yosys count | after routing | synth area share (%)
compound gates | 79 | 79 | 12.2
fa+ha+maj | 19 | 19 | 5.90
simple gates | 46 | 46 | 6.12
mux | 33 | 33 | 9.22
xor+xnor | 3 | 3 | 0.652
buf+inv | 37 | 102 | 4.25
flops | 95 | 95 | 61.6
-- worst reg2reg max path, cell delays in order, from the launching register on --
cell	delay [ns]
dfxtp_1	0.34
inv_1	0.08
ha_1	0.15
nor4b_4	0.56
buf_4	0.58
nand2b_1	0.46
o22ai_1	0.15
-- final cells by class --
type | count | area share (%)
clock buffer | 10 | 2.62
clock inverter | 6 | 1.26
inverter | 25 | 1.93
multi-input combinational | 180 | 28.2
sequential | 95 | 51.0
tap | 102 | 2.62
timing repair buffer | 61 | 12.4
-- how the worst min path moves through the flow --
stage | endpoint | depth (start not counted)
4_1_cts | tenMil[1] | 0
5_1_grt | tenMil[1] | 0
6_report | tenMil[1] | 0
-- cells in the final DEF, fill, tap and decap left out, types with 12 or more instances in the layout --
master            n
a211oi_1         14
clkdlybuf4s50_1  58
dfxtp_1          37
edfxtp_1         58
ha_1             19
inv_1            24
mux2_2           32
nor2_1           12
o21ai_0          23
o22ai_1          14
-- metal layers --
layer,track usage (%),vias up,wire (um)
met5,0,-,0
met4,2.34,0,89
met3,1.77,9,209
met2,24.5,40,2880
met1,27.8,1138,3250
li1,-,1263,-
-- registers in the layout, indices dropped and copies added, names as in the netlist --
| name | count |
|---|---|
| thousand | 4 |
| shift | 58 |
| tenMil | 4 |
| hundredThousand | 4 |
| tenThousand | 4 |
| hundred | 4 |
| count | 5 |
| ten | 4 |
| mil | 4 |
| one | 4 |
-- metrics by stage --
stage | power (mW) | instance area [sq um] | worst slack (ns) | cells | hold slack, ns
floorplan | 0.511 | 4030 | 5.99 | 312 | 0.408
global placement | 0.523 | 4680 | 5.62 | 463 | 0.420
detailed placement | 0.523 | 4680 | 5.62 | 463 | 0.420
CTS | 0.818 | 4870 | 5.36 | 479 | 0.440
global route | 0.835 | 4870 | 5.35 | 479 | 0.446
finish | 0.807 | 4870 | 5.40 | 479 | 0.438
No activity file was given, so power comes from the tool's default toggle rates.
