<file path="flow/design.v">
`timescale 1ns / 1ps
module Drive(
	input clk,
	input rst,
	input colDetect,
	input [3:0] dirControl,
	input veerSpeedPwm,
	input fullSpeedPwm,
	input hardSpeedPwm,
	input ninetySpeedPwm,
	input ninetyFastSpeedPwm,
	input [2:0] toneDir,
	output hbIn1,
	output hbIn2,
	output hbIn3,
	output hbIn4,
	output reg enableToneDetection = 0,
	output reg hbEnA,
	output reg hbEnB,
	output reg [1:0] driveState = 0,
	output reg direction = 1,
	output [1:0] junctionStateWire,
	input [1:0] leadSense
	);
parameter PWM_FULL_SPEED_PERCENT_ON = 80;
parameter PWM_HARD_SPEED_PERCENT_ON = 80;
parameter PWM_VEER_SPEED_PERCENT_ON = 42;
parameter PWM_NINETY_SPEED_PERCENT_ON = 50;
parameter PWM_NINETY_FAST_SPEED_PERCENT_ON = 80;
parameter PWM_FREQUENCY  = 80;
parameter PWM_COUNT_FREQ = 50_000_000/(PWM_FREQUENCY);
parameter PWM_COUNT_FULL_SPEED_ON   = PWM_COUNT_FREQ*PWM_FULL_SPEED_PERCENT_ON/100;
parameter PWM_COUNT_VEER_SPEED_ON   = PWM_COUNT_FREQ*PWM_VEER_SPEED_PERCENT_ON/100;
parameter PWM_COUNT_HARD_SPEED_ON   = PWM_COUNT_FREQ*PWM_HARD_SPEED_PERCENT_ON/100;
parameter PWM_COUNT_NINETY_SPEED_ON   = PWM_COUNT_FREQ*PWM_NINETY_SPEED_PERCENT_ON/100;
parameter PWM_COUNT_NINETY_FAST_SPEED_ON   = PWM_COUNT_FREQ*PWM_NINETY_FAST_SPEED_PERCENT_ON/100;
parameter DRIVE = 2'b00;
parameter COLLISION = 2'b10;
parameter JUNCTION = 2'b11;
parameter DC_PROCEED = 2'b00;
parameter DC_TURN_LEFT = 2'b01;
parameter DC_TURN_RIGHT = 2'b10;
parameter DC_STOP = 2'b11;
parameter DC_FULL = 2'b00;
parameter DC_VEER = 2'b01;
parameter DC_HARD = 2'b10;
parameter TD_FORWARD = 3'b000;
parameter TD_LEFT = 3'b001;
parameter TD_RIGHT = 3'b010;
parameter TD_REVERSE = 3'b011;
parameter TD_STOP = 3'b100;
parameter TD_HOLD = 3'b101;
parameter J_DETECT = 2'b00;
parameter J_MANEUVER = 2'b01;
parameter J_COMPLETE = 2'b10;
parameter HB_RIGHT = 4'b1010;
parameter HB_LEFT = 4'b0101;
parameter HB_STRAIGHT = 4'b0110;
parameter HB_STOP = 4'b0000;
parameter FORWARDS = 1'b1;
parameter REVERSE = 1'b0;
parameter P_IDLE = 0;
parameter P_LOAD_MESSAGE = 1;
parameter P_DC_DIR = 2;
parameter P_DIR_STATE = 3;
parameter P_DRIVE_STATE = 4;
parameter P_JUNCTION_STATE = 5;
parameter P_TONE_DIR = 6;
parameter P_CLEAR_TERM = 7;
parameter CLEAR_SCREEN_COUNT = 300;
parameter C_HOLD_DOWN_SIGNAL = 7_500_000;
parameter C_HOLD_DOWN_NO_SIGNAL = 7_000_000;
parameter C_NO_COL_PAUSE = 25_000_000;
parameter C_FORWARDS = 1;
parameter C_BACKWARDS = 0;
parameter C_NO_COL_DETECT = 0;
parameter C_VALIDATE_SIGNAL = 1;
parameter C_COLLISION_STATE = 2;
parameter C_DRIVE = 1;
parameter C_STOP = 0; 
parameter INTERSECT_TIMER = 20_000_000;  
parameter NORMAL = 3'b000;
parameter DEBOUNCE = 3'b001;
parameter CHANGE_DIR = 3'b010;
parameter CHK_INTERSECT = 3'b011;
parameter CHK_SKINNY = 3'b100;
parameter SKINNY_MAX = 25_000_000;
parameter SKINNY_LEFT = SKINNY_MAX/4;
parameter SKINNY_RIGHT = SKINNY_MAX/2+SKINNY_LEFT;
parameter SKINNY_ORIGIN = SKINNY_MAX;
parameter VEER_RIGHT = 4'b10_01;
parameter HARD_RIGHT = 4'b10_10;
parameter NINETY_RIGHT = 4'b10_11;
parameter VEER_LEFT = 4'b01_01;
parameter HARD_LEFT = 4'b01_10;
parameter NINETY_LEFT = 4'b01_11;
parameter PROCEED = 4'b00_00;
parameter STOP = 4'b11_11;
	reg [3:0] regHbRight = 0;
	reg [3:0] regHbLeft = 0;
	reg [3:0] regHbStraight = 0;
	reg [3:0] regHbDrive = 0;
	reg [1:0] junctionState = J_COMPLETE;
	reg [2:0] junctionManeuver = TD_HOLD;
	reg [26:0] junctionTimer = 0;
	reg [26:0] straightTimer =0;
	reg [25:0] colPauseCount;
	assign hbIn1 = regHbDrive[0];
	assign hbIn2 = regHbDrive[1];
	assign hbIn3 = regHbDrive[2];
	assign hbIn4 = regHbDrive[3];
	assign junctionStateWire = junctionState;
	always @(posedge clk) begin
		if (direction == FORWARDS) begin
			regHbRight <= HB_RIGHT;
			regHbLeft <= HB_LEFT;
			regHbStraight <= HB_STRAIGHT;
		end
		else if (direction == REVERSE) begin
			regHbRight <= ~HB_RIGHT;
			regHbLeft <= ~HB_LEFT;
			regHbStraight <= ~HB_STRAIGHT;
		end
		case(driveState)
			DRIVE: begin
				if(!colDetect) begin
					driveState <= COLLISION;
				end
				else if(dirControl[3:2] == DC_TURN_LEFT)begin
					if(dirControl[1:0] == DC_VEER)begin
						hbEnA <= veerSpeedPwm;
						hbEnB <= fullSpeedPwm;
						regHbDrive <= regHbStraight;
					end
					else if(dirControl[1:0] == DC_HARD) begin
						hbEnA <= veerSpeedPwm;
						hbEnB <= hardSpeedPwm;
						regHbDrive <= regHbLeft;
					end
					else if(dirControl[1:0] == DC_STOP) begin
						if (direction == FORWARDS) begin
							hbEnA <= ninetySpeedPwm;
							hbEnB <= ninetySpeedPwm;
							regHbDrive <= regHbLeft;
						end
						else if (direction == REVERSE) begin 
							hbEnA <= ninetyFastSpeedPwm;
							hbEnB <= ninetySpeedPwm;
							regHbDrive <= regHbLeft;
						end
					end
				end
				else if(dirControl[3:2] == DC_TURN_RIGHT) begin
					if(dirControl[1:0] == DC_VEER) begin
						hbEnA <= fullSpeedPwm;
						hbEnB <= veerSpeedPwm;
						regHbDrive <= regHbStraight;
					end
				   else if(dirControl[1:0] == DC_HARD) begin
						hbEnA <= hardSpeedPwm;
						hbEnB <= veerSpeedPwm;
						regHbDrive <= regHbRight;
					end 
					else if(dirControl[1:0] == DC_STOP) begin
					if (direction == FORWARDS) begin
							hbEnA <= ninetySpeedPwm;
							hbEnB <= ninetySpeedPwm;
							regHbDrive <= regHbRight;
						end
						else if (direction == REVERSE) begin 
							hbEnA <= ninetySpeedPwm;
							hbEnB <= ninetyFastSpeedPwm;
							regHbDrive <= regHbRight;
						end
					end 
				end
				else if(dirControl[3:2] == DC_PROCEED) begin
					if(dirControl[1:0] == 2'b00) begin
						hbEnA <= fullSpeedPwm;
						hbEnB <= fullSpeedPwm;
						regHbDrive <= regHbStraight;
					end
				end	
				else if(dirControl[3:2] == DC_STOP) begin
					hbEnA <= 0;
					hbEnB <= 0;
					regHbDrive <= HB_STOP;
					driveState <= JUNCTION;
				end
			end
			COLLISION: begin
				if (colDetect) begin
					colPauseCount <= colPauseCount + 1;
					if (colPauseCount == C_NO_COL_PAUSE) begin
						driveState <= DRIVE;
					end
				end
					hbEnA <= fullSpeedPwm;
					hbEnB <= fullSpeedPwm;
					regHbDrive <= HB_STOP;
			end
			JUNCTION: begin
				case(junctionState)
					J_DETECT: begin
						enableToneDetection <= 1;
						if(toneDir == TD_FORWARD)begin
							junctionState <= J_MANEUVER;
							junctionManeuver <= TD_FORWARD;
							direction <= FORWARDS;
						end
						else if(toneDir == TD_LEFT)begin
							junctionState <= J_MANEUVER;
							junctionManeuver <= TD_LEFT;
							junctionTimer <= 0;
						end
						else if(toneDir == TD_RIGHT)begin
							junctionState <= J_MANEUVER;
							junctionManeuver <= TD_RIGHT;
						end
						else if(toneDir == TD_REVERSE)begin
							junctionState <= J_MANEUVER;
							junctionManeuver <= TD_REVERSE;
							direction <= REVERSE;
						end
						else if(toneDir == TD_STOP)begin
							junctionState <= J_MANEUVER;
							junctionManeuver <= TD_STOP;
						end
						else if(toneDir == TD_HOLD)begin
						end
					end
					J_MANEUVER: begin
						enableToneDetection <= 0;
						if(junctionManeuver == TD_FORWARD)begin
							junctionTimer <= junctionTimer +1;
							if(junctionTimer < 50_000_000)begin
								hbEnA <= fullSpeedPwm;
								hbEnB <= fullSpeedPwm;
								regHbDrive <= regHbStraight;
								if(leadSense)begin
									driveState <= DRIVE;
									junctionState <= J_COMPLETE;
									junctionTimer <= 0;
								end
							end
							else begin
								junctionTimer <= 0;
								junctionState <= J_COMPLETE;
								driveState <= DRIVE;
							end
						end
						else if(junctionManeuver == TD_LEFT)begin
							junctionTimer <= junctionTimer +1;
							if(junctionTimer < 75_000_000)begin
								hbEnA <= ninetySpeedPwm;
								hbEnB <= ninetySpeedPwm;
								regHbDrive <= regHbLeft;
							end
							else if(straightTimer < 50_000_000)begin
								hbEnA <= fullSpeedPwm;
								hbEnB <= fullSpeedPwm;
								regHbDrive <= regHbStraight;
								if(leadSense)begin
									driveState <= DRIVE;
									junctionState <= J_COMPLETE;
									junctionTimer <= 0;
									straightTimer <= 0;
								end
							end
							else begin
								junctionTimer <= 0;
								straightTimer <= 0;
								junctionState <= J_COMPLETE;
								driveState <= DRIVE;
							end
						end
						else if(junctionManeuver == TD_RIGHT)begin
							junctionTimer <= junctionTimer +1;
							if(junctionTimer < 75_000_000)begin
								hbEnA <= ninetySpeedPwm;
								hbEnB <= ninetySpeedPwm;
								regHbDrive <= regHbRight;
							end
							else if(straightTimer < 50_000_000)begin
								hbEnA <= fullSpeedPwm;
								hbEnB <= fullSpeedPwm;
								regHbDrive <= regHbStraight;
								if(leadSense)begin
									driveState <= DRIVE;
									junctionState <= J_COMPLETE;
									junctionTimer <= 0;
									straightTimer <= 0;
								end
							end
							else begin
								junctionTimer <= 0;
								straightTimer <= 0;
								junctionState <= J_COMPLETE;
								driveState <= DRIVE;
							end
						end
						else if(junctionManeuver == TD_REVERSE)begin
							junctionTimer <= junctionTimer +1;
							if(junctionTimer < 50_000_000)begin
								hbEnA <= fullSpeedPwm;
								hbEnB <= fullSpeedPwm;
								regHbDrive <= regHbStraight;
								if(leadSense)begin
									driveState <= DRIVE;
									junctionState <= J_COMPLETE;
									junctionTimer <= 0;
									straightTimer <= 0;
								end
							end
							else begin
								junctionTimer <= 0;
								junctionState <= J_COMPLETE;
								driveState <= DRIVE;
							end
						end
						else if(junctionManeuver == TD_STOP)begin
							junctionTimer <= junctionTimer +1;
							if(junctionTimer < 25_000_000)begin
								hbEnA <= fullSpeedPwm;
								hbEnB <= fullSpeedPwm;
								regHbDrive <= HB_STOP;
							end
							else begin
								junctionTimer <= 0;
								junctionState <= J_COMPLETE;
								driveState <= DRIVE;
							end			
						end
						else begin
							junctionTimer <= 0;
							junctionState <= J_COMPLETE;
							junctionManeuver <= 5;
						end
					end
					J_COMPLETE: begin
						junctionState <= J_DETECT;
					end
				endcase
			end
		endcase
	end
endmodule
</file>
<file path="flow/config.mk">
export PLATFORM = sky130hd
export DESIGN_NAME = Drive
export DESIGN_NICKNAME = Drive
export VERILOG_FILES = /design/flow/design.v
export SDC_FILE = /design/flow/constraint.sdc
export NUM_CORES = 4
export LEC_CHECK = 1
export CORE_UTILIZATION = 40
</file>
<file path="flow/run.sh">
#!/bin/bash
# OpenROAD 26Q1-2900-gdf79404cd8, Yosys 0.63+post, stock flow scripts
make -C /OpenROAD-flow-scripts/flow DESIGN_CONFIG=/design/flow/config.mk WORK_HOME=/design/flow/orfs finish
</file>
<file path="flow/constraint.sdc">
current_design Drive

set clk_period 4.9
set clk_io_pct 0.2

create_clock -name clk0 -period $clk_period [get_ports {clk}]

set non_clock_inputs [all_inputs -no_clocks]
set_input_delay [expr $clk_period * $clk_io_pct] -clock clk0 $non_clock_inputs
set_output_delay [expr $clk_period * $clk_io_pct] -clock clk0 [all_outputs]
</file>
==> metrics.csv <==
stage,metric,value,unit
grt,total gr overflow,0,
drt,Antenna Cells,0,
sta,Final Hold Fails,0,
synth,Post-synth EDFFs,88,
clock_tree,CTS tree,yes,
synth,Synth Seq Share,52.1,%
sta,min cycle time layout,3.01,ns
sta,Tcrit/Tclk final,61.4,%
clock_tree,Post-CTS Setup Inserts,0,
synth,yosys warns,1,
hold_path,hold crit path type,flop to flop,
synth,most common cell in the netlist,edfxtp_1,
drt,Vias per Instance,5.27,
sta,Final setup viols,0,
clock_tree,Max clock buf depth,2,
sta,Worst-Margin Slew,0.763,ns
floorplanning,I/O pins,29,
grt,Tot GR Track Use,16.6,%
floorplanning,die height,115,µm
grt,initial antenna violation count,0,
power_and_ir_drop,Leak,2.02,nW
synth,top cell type by total area after synthesis,edfxtp_1,
synth,Yosys chip area,0.00515,mm²
sta,RSZ-0062 raised after global routing,no,
clock_tree,TritonCTS buffer count,9,
synth,async set-reset flop share out of synthesis,0,%
floorplanning,row count,41,
clock_tree,H-tree levels,3,
clock_tree,clk sinks,90,
critical_path,crit end category,flop,
run_status,status,finished clean,
sta,Fin Clk Skew,0.00473,ns
drt,Wirelength per Cell,14.4,µm
power_and_ir_drop,ratio of total power to cell area,306,mW/mm²
critical_path,maximum fanout along the worst path,6,
synth,cell count after synthesis,487,
synth,most frequent cells after synthesis,"edfxtp_1 (88), nor2_1 (63), nand2_1 (37)",
clock_tree,cts hold-fix bufs,0,
sta,Max Slew Vio Count,0,
synth,Mapped Area,0.00515,mm²
flow_run,tally of OpenROAD warnings,30,
placement,GP Congestion,0.851,
critical_path,"Arr. time, crit path",2.98,ns
layout,Area Growth Syn to Fin,14.3,%
floorplanning,Die X-Extent,115,µm
placement,Buffers on Ports,27,
drt,vias post-DR,3632,
critical_path,CP startpoint kind,input port,
placement,Post-DP HPWL,6880,µm
grt,largest net degree at the start of global routing,28,
sta,Max-slew headroom,48.9,%
placement,pre-CTS setup slack,1.54,ns
floorplanning,fp util,41.0,%
critical_path,"Req. time, crit path",4.87,ns
layout,final core utilization,46.8,%
synth,top cells by area,"edfxtp_1 (51%), xnor2_1 (4.8%), nor2_1 (4.6%)",
grt,first-pass GRT wire length,16600,µm
synth,Area leader share,51.3,%
sta,fmax,333,MHz
synth,Yosys cell types,56,
clock_tree,root buf cell,clkbuf_16,
synth,Yosys reg bits,90,
synth,yosys cell count,487,
grt,vias in the first global route,3442,
power_and_ir_drop,worst vdd ir,142,µV
sta,Setup TNS Final,0,ns
drt,Post-DRT Antenna Nets,0,
flow_run,max_cap viols,0,
floorplanning,Core Footprint,0.0126,mm²
sta,fin worst setup slack,1.89,ns
clock_tree,CTS resizes,0,
synth,Commonest flop,edfxtp_1,
drt,Post-Route WL,9930,µm
drt,iteration-0 DRC count of the detailed router,284,
layout,layout cells sized above 1,6.19,%
drt,DRT Pass-1 Iters,4,
synth,Avg Inst Size Synth,10.6,µm²
clock_tree,"Clk Latency, worst-skew pair",0.34,ns
critical_path,Setup CP Type,input port to flop,
clock_tree,clk slew on worst S/H paths,0.06,ns
floorplanning,Chip Area,0.0133,mm²
drt,# DRC,0,
routing by layer:
metal,global-route usage (%),up-vias,share of wire (%)
met5,0,-,0
met4,2.08,0,1.4
met3,3.62,10,5.6
met2,22.9,77,40
met1,29.1,1707,53
li1,-,1838,-
final cells by class:
cell class              instances  area [µm²]
clock buffers                   9         225
clock inverters                 6        58.8
well taps                     172         215
inverters                      22        82.6
multi-input cells             359        2320
fillers                      1109        6680
repair buffers                 31         300
flip-flops and latches         90        2680
cells in the final DEF, fill, tap and decap left out, types with 6 or more instances in the layout:
| cell | synthesis | routed |
|---|---|---|
| nor2_1 | 63 | 62 |
| nor3_1 | 8 | 7 |
| a21oi_1 | 17 | 17 |
| clkbuf_16 | 0 | 9 |
| inv_1 | 22 | 22 |
| xnor2_1 | 28 | 28 |
| ha_1 | 7 | 7 |
| edfxtp_1 | 88 | 88 |
| nor2b_1 | 6 | 6 |
| xor2_1 | 23 | 23 |
| nand4_1 | 13 | 13 |
| o21ai_0 | 14 | 14 |
| mux2i_1 | 10 | 10 |
| nand3_1 | 18 | 18 |
| clkdlybuf4s50_1 | 0 | 27 |
| nand2_1 | 37 | 37 |
| and2_1 | 23 | 23 |
| and3_1 | 12 | 12 |
| a21o_1 | 7 | 7 |
where the power goes:
part / switching (mW) / internal [mW] / total (mW)
clock: 0.278 / 0.388 / 0.666
sequential: 0.0443 / 0.897 / 0.941
combinational: 0.0990 / 0.0927 / 0.192
total: 0.421 / 1.38 / 1.80
worst max-delay path, stage by stage:
cell and delay [ns]:
clkdlybuf4s50_1 0.53, inv_1 0.11, ha_1 0.29, o41ai_1 0.37, a21oi_1 0.12, a31oi_1 0.59
registers in the layout (all words and copies together), names as in the netlist:
name / flops
junctionManeuver: 3
junctionTimer: 27
hbEnA: 1
direction: 1
junctionState: 2
colPauseCount: 26
regHbStraight: 2
enableToneDetection: 1
regHbDrive: 4
driveState: 2
straightTimer: 20
hbEnB: 1
through the flow:
stage / area [µm²] / cells / power [mW] / hold WS (ns)
6_report: 5890 / 689 / 1.80 / 0.551
5_1_grt: 5890 / 689 / 1.88 / 0.575
4_1_cts: 5890 / 689 / 1.82 / 0.560
3_5_place_dp: 5600 / 674 / 1.15 / 0.541
3_3_place_gp: 5600 / 674 / 1.14 / 0.539
2_1_floorplan: 5150 / 487 / 1.07 / 0.379
kinds of logic after synthesis:
family / share of synthesized area [%]
and+or+nand+nor: 20.5
adders and majority gates: 1.70
AOI/OAI and AO/OA: 11.7
xor gates and xnor gates: 8.68
muxes: 2.38
buffers and inverters: 2.96
DFF: 52.1
worst paths after layout:
kind	to	startpoint	cells past startpoint	slack, ns
min reg2reg	regHbStraight[2]$_DFF_P_	direction$_SDFFCE_PP1P_	0	0.55
max reg2reg	hbEnA$_DFFE_PP_	junctionTimer[18]$_SDFFCE_PN0P_	6	1.89
max	regHbDrive[2]$_DFFE_PP_	dirControl[2]	6	1.89
min	regHbStraight[2]$_DFF_P_	direction$_SDFFCE_PP1P_	0	0.55
Power and IR drop assume default switching activity.
